### flow/config.mk
export PLATFORM = sky130hd
export DESIGN_NAME = upcount12p
export DESIGN_NICKNAME = upcount12p
export VERILOG_FILES = /design/flow/design.v
export SDC_FILE = /design/flow/constraint.sdc
export NUM_CORES = 4
export LEC_CHECK = 1
export CORE_AREA = 10 10 70 70
export DIE_AREA = 0 0 80 80
### flow/constraint.sdc
current_design upcount12p

set clk_period 1.7
set clk_io_pct 0.2

create_clock -name clk0 -period $clk_period [get_ports {Clk}]

set non_clock_inputs [all_inputs -no_clocks]
set_input_delay [expr $clk_period * $clk_io_pct] -clock clk0 $non_clock_inputs
set_output_delay [expr $clk_period * $clk_io_pct] -clock clk0 [all_outputs]
### flow/design.v
module upcount12p(Clk,Resetn,Q,Qn);
input Clk,Resetn;
output reg [3:0]Q;
output [3:0]Qn;
integer k;
always @ ( posedge Clk)
begin
	if(!Resetn)
		Q<=1'b0;
	else
			Q<= Q + 1;
end
assign Qn = ~Q;
endmodule
### flow/run.sh
#!/bin/bash
# OpenROAD 26Q1-2900-gdf79404cd8, Yosys 0.63+post, stock flow scripts
make -C /OpenROAD-flow-scripts/flow DESIGN_CONFIG=/design/flow/config.mk WORK_HOME=/design/flow/orfs finish
==> flow_metrics.py <==
# Synthesis and PnR figures
metrics = {
    "global_route": {
        "grt_overflow": 0,
        "grt_use_total": 0.0172,
        "grt_pass1_wl_um": 800,
        "grt_pass1_vias": 164,
        "antenna_found_initial": 0,
        "grt_max_degree": 6,
    },
    "routing": {
        "dr_total_vias": 138,
        "drc": 0,
        "drt_first_pass_iters": 4,
        "wirelength_um": 489,
        "wl_per_cell_um": 6.52,
        "viasPerCell": 1.84,
        "drtAntennaViolNets": 0,
        "dr.first_iter.drc_count": 3,
        "antenna_cells": 0,
    },
    "synthesis": {
        "top_logic_kind": "simple AND/OR/NAND/NOR gates",
        "synthMuxAreaShare": 0.0625,
        "synth_top_area_share": 0.500,
        "common_cells": "4 x dfxtp_1, 4 x inv_1, 2 x and2_1",
        "ys_seq_frac": 0.500,
        "ys_async_sr_fraction": 0,
        "avgSynthCellArea_sq_um": 9.42,
        "ys_sh_aoi": 0,
        "ys_cells": 17,
        "synth_cell_type_count": 10,
        "yosys_warnings": 1,
        "syn_area_sq_um": 160,
        "ys_sh_adder": 0.0781,
        "synthTopCellsByArea": "dfxtp_1 50%, inv_1 9.4%, and2_1 7.8%, ha_1 7.8%, mux2i_1 6.3%",
        "synthSimpleGateAreaFrac": 0.211,
        "synth_area_leader_cell": "dfxtp_1",
        "synth_flops": 4,
        "xor_share": 0.0547,
        "yosys_area_sq_um": 160,
        "edf_count": 0,
        "flop_cell": "dfxtp_1",
        "syn_inst": 17,
    },
    "clocking": {
        "htreeDepth": 1,
        "cts.sinks": 4,
        "cts-root-buf": "clkbuf_4",
        "cts_tree": "built",
        "clk_pin_slew_ns": 0.03,
        "holdBufCountCts": 0,
        "cts_buffers": 3,
        "worst_skew_pair.late_latency_ns": 0.24,
        "post-cts-setup-buffers": 0,
        "cts_buffer_depth": 2,
        "ctsResizeCount": 0,
    },
    "worst_setup_path": {
        "cp.required_ns": 1.36,
        "cpPeakStageDelay_ns": 0.49,
        "crit_fanout": 5,
        "critical_path_class": "reg -> out",
        "cp-start-kind": "register",
        "worstRegToRegCells": 3,
        "reg2reg_to": "Q[2]",
        "rrSetupSlack_ns": 0.73,
        "cp-end-kind": "primary output",
        "path_buffers": 1,
        "cp_top_family": "buffers and inverters",
        "path_cells": "clkdlybuf4s50_1",
        "slowest_stage": "clkdlybuf4s50_1",
        "r2r-start": "Q[0]",
        "arrival_ns": 1.11,
    },
    "worst_hold_path": {
        "holdPathStages": 1,
        "hold_class": "reg -> reg",
        "worstHoldEndpoint": "Q[0]",
        "min_from": "Q[0]",
    },
    "power": {
        "total_power_uw": 263,
        "cellPowerDensity_mw_per_mm2": 795,
        "p_leak_uw": 0.000129,
        "vdd_drop_max_v": 0.000143,
    },
    "timing": {
        "worst_pin_slew_ns": 0.172,
        "fin_crit_sh": 0.853,
        "fmax_ghz": 0.690,
        "holdWs_ns": 0.488,
        "final.setup.tns_ns": 0,
        "period_minus_slack_ns": 1.45,
        "relSlewSlack": 0.885,
        "rsz0062_at_grt": "false",
        "setup_viol": 0,
        "hold_violations": 0,
        "fin_skew_ns": 0.0169,
        "maxSlewViolCount": 0,
    },
    "cells_and_area": {
        "post-route-cell-area_sq_um": 330,
        "drive_gt1_frac": 0.103,
        "largest_reg_flops": 4,
        "top_regs": "Q (4)",
        "mi_logic_area_sq_um": 65.1,
        "fillers": 403,
        "final_cell_count_no_fill": 75,
        "area_growth_pct": 106,
        "top_register": "Q",
        "register_area_sq_um": 80.1,
    },
    "floorplan": {
        "num_rows": 21,
        "die_x_um": 80,
        "pin_count": 10,
        "fp-utilization": 0.0469,
        "core-area_sq_mm": 0.00342,
        "dieHeight_um": 80,
        "die_area_sq_mm": 0.00640,
    },
    "job": {
        "warnings": 25,
        "maxCapViolCount": 0,
    },
    "placement": {
        "gp_congestion": 0.677,
        "port_buffers": 9,
        "place_area_sq_um": 308,
        "place.detailed.hpwl_um": 389,
        "dp.cells": 72,
    },
    "run_status": {
        "status": "complete, no violations",
    },
}
==> kinds of logic after synthesis <==
group,after synthesis
buf+inv,4
flops,4
mux,1
xor+xnor,1
fa+ha+maj,1
simple gates,6
==> power breakdown <==
group	total [uW]	switching, uW	internal (uW)
combinational	34.1	7.72	26.4
sequential	107	6.50	100
clock	122	42.5	79.2
total	263	56.7	206
==> metrics by stage <==
| stage | worst slack (ns) | utilization |
|---|---|---|
| 2_1_floorplan | 0.810 | - |
| 3_3_place_gp | 0.503 | 0.0901 |
| 3_5_place_dp | 0.484 | 0.0901 |
| 4_1_cts | 0.234 | 0.0967 |
| 5_1_grt | 0.169 | 0.0967 |
| 6_report | 0.250 | 0.0967 |
==> cell usage in the layout (no fill, tap or decap), drive strengths merged <==
cell,instances
and2,2
dfxtp,4
nand2,1
nor2b,1
ha,1
xor2,1
nand2b,1
clkbuf,3
mux2i,1
inv,4
clkdlybuf4s50,9
nand3,1
==> routing by layer <==
layer / GRT usage / vias to the layer above / wire length [um]
met4: 0.00528 / 0 / 0
met1: 0.0214 / 52 / 260
li1: - / 76 / -
met5: 0 / - / 0
met3: 0.0227 / 0 / 128
met2: 0.0152 / 10 / 99
==> layout make-up <==
| type | instances | share of cell area |
|---|---|---|
| flip-flops and latches | 4 | 0.242 |
| clock buffers | 3 | 0.0682 |
| multi-input cells | 9 | 0.197 |
| repair buffers | 9 | 0.273 |
| well taps | 46 | 0.174 |
| inverters | 4 | 0.0455 |
==> worst max-delay path by stage <==
| stage | end | slack, ns | cells past startpoint | startpoint |
|---|---|---|---|---|
| global route | Q[0] | 0.17 | 1 | Q[0] |
| CTS | Q[0] | 0.23 | 1 | Q[0] |
| finish | Q[0] | 0.25 | 1 | Q[0] |
Power is estimated from default activity; no workload was simulated.
