<file path="flow/run.sh">
#!/bin/bash
# OpenROAD 26Q1-2900-gdf79404cd8, Yosys 0.63+post, stock flow scripts
make -C /OpenROAD-flow-scripts/flow DESIGN_CONFIG=/design/flow/config.mk WORK_HOME=/design/flow/orfs finish
</file>
<file path="flow/config.mk">
export PLATFORM = sky130hd
export DESIGN_NAME = shiftnbits
export DESIGN_NICKNAME = shiftnbits
export VERILOG_FILES = /design/flow/design.v
export SDC_FILE = /design/flow/constraint.sdc
export NUM_CORES = 4
export LEC_CHECK = 1
export CORE_AREA = 10 10 70 70
export DIE_AREA = 0 0 80 80
</file>
<file path="flow/constraint.sdc">
current_design shiftnbits

set clk_period 1.0
set clk_io_pct 0.2

create_clock -name clk0 -period $clk_period [get_ports {Clk}]

set non_clock_inputs [all_inputs -no_clocks]
set_input_delay [expr $clk_period * $clk_io_pct] -clock clk0 $non_clock_inputs
set_output_delay [expr $clk_period * $clk_io_pct] -clock clk0 [all_outputs]
</file>
<file path="flow/design.v">
module shiftnbits(L,R,w,Clk,Q);
parameter n = 16;
input [n-1:0]R;
input L,w, Clk;
output reg [n-1:0] Q;
integer k;
always@(posedge Clk)
begin
	if (L)
		Q <= R;
	else begin
		for (k = 0; k < n-1;k = k+1) begin
			Q[k] <= Q[k+1];
			Q[n-1] <= w;
		end
	end
end 
endmodule
</file>
==> results_dict.tcl <==
# place-and-route summary
set metrics [dict create \
    status "finished, final reports clean" \
    finalClockPeriodUsage_pct 91.1 \
    worstSkewPairLatency_ns 0.28 \
    dp_cells 114 \
    cts_max_path_buffers 2 \
    fin_cells 119 \
    drc 0 \
    cts_root_buf "clkbuf_4" \
    die-height_um 80 \
    synthToLayoutAreaGrowth_pct 69.2 \
    crit_path_end_kind "flip-flop" \
    power.density_nw_per_um2 1390 \
    largest_register_ffs 16 \
    setup_slack_ns 0.0885 \
    syn_inst 34 \
    hpwl_um 1020 \
    arrival_ns 1.08 \
    synthArstFlopShare_pct 0 \
    warnings 25 \
    drv_slew 0 \
    grt_max_degree 9 \
    num_rows 21 \
    die_width_um 80 \
    most_common_cell "dfxtp_1" \
    netlist_area_um2 569 \
    drtIter0Drc 31 \
    min_period_ns 0.911 \
    diodes 0 \
    drtAntennaViolNets 0 \
    die_area_um2 6400 \
    largest_register "Q" \
    setup_viol 0 \
    cp-start-kind "flip-flop" \
    critPathKind "reg -> reg" \
    synth_top_area_share_pct 56.3 \
    yosysSeqAreaShare_pct 56.3 \
    preCtsSetupSlack_ns -0.361 \
    drive_above_1_share_pct 74.0 \
    initial_core_util_pct 16.7 \
    crit_path_frequent_cell "buf_4" \
    core-area_um2 3420 \
    cts_sinks 16 \
    reg_top3 "Q (16)" \
    num_vias 398 \
    hold_slack_ns 0.474 \
    worst_path_max_delay_cell "dfxtp_2" \
    yosys-top-cells-area "dfxtp_1, mux2_4, mux2_2, buf_12, buf_6" \
    max_slew.worst_pin.slew_ns 0.160 \
    ys_ff 16 \
    synth_stat.cells 34 \
    fillers 364 \
    path_cells "buf_4, buf_4, mux2_2" \
    max_freq_mhz 1100 \
    common_cells "dfxtp_1, mux2_4, mux2_2" \
    p_leak_nw 0.429 \
    routedWlPerCell_um 11.9 \
    yosys_area_um2 569 \
    cp_max_fo 2 \
    vias_per_cell 3.34 \
    grt_pass1_vias 467 \
    numCtsBuffers 3 \
    max_stage_delay_ns 0.32 \
    gp_congestion 0.703 \
    path_clk_slew_ns 0.09 \
    critical_path_required_ns 1.17 \
    grt_pass1_wl_um 2130 \
    yosys_warnings 1 \
    ff_type "dfxtp_1" \
    edf_count 0 \
    irDropWorstVdd_v 0.000313 \
    cts_hold_buf 0 \
    ios 35 \
    hold_class "reg -> reg" \
    power.total_mw 1.34 \
    antenna_found_initial 0 \
    dr.pass1.iters 2 \
    timing_hold_violations_final 0 \
    cts_tree "yes" \
    io_buffers 34 \
    slew_headroom_pct 89.4 \
    wl_um 1420 \
    avgSynthCellArea_um2 16.7 \
    synth_cell_types 5 \
    gr-total-overflow 0 \
    final_core_utilization_pct 28.2 \
    htreeDepth 1 \
    clock-skew-final_ns 0.00188 \
    maxCapViolations 0 \
    largest_area_cell "dfxtp_1" \
    track_usage_pct 4.11 \
    rsz0062_at_grt "no" \
]
## repair_timing
| action | in CTS | in global routing |
|---|---|---|
| gates resized | 61 | 3 |
| endpoints found under the setup margin | 32 | 3 |
| setup buffers | 1 | 0 |
| gates cloned | 1 | 0 |
| endpoints found under the hold margin | 0 | 0 |
## cell type report
cell class	count	area (um^2)	area share (%)
Sequential cell	16	339	35.2
Timing Repair Buffer	38	327	33.9
Multi-Input combinational cell	16	218	22.6
Tap cell	46	57.6	5.97
Clock buffer	3	22.5	2.34
## layer usage
metal | vias up | part of all wire [%] | track usage [%]
met1 | 175 | 41 | 4.71
met4 | 0 | 2.7 | 1.58
met5 | - | 0 | 0
met3 | 4 | 9.7 | 2.05
li1 | 198 | - | -
met2 | 21 | 47 | 6.42
## path summary, 6_finish.rpt
check	endpoint	slack [ns]	from	depth (start not counted)
max	Q[2]$_DFF_P_	0.09	Q[3]$_DFF_P_	3
min	Q[0]$_DFF_P_	0.47	Q[1]$_DFF_P_	1
max reg2reg	Q[2]$_DFF_P_	0.09	Q[3]$_DFF_P_	3
min reg2reg	Q[0]$_DFF_P_	0.47	Q[1]$_DFF_P_	1
## worst max-delay path, delay by kind of cell (launching register included)
kind / cells / cell delay, ns
buf+inv: 2 / 0.23
mux: 1 / 0.25
flops: 1 / 0.32
## logic make-up (layout without fill, tap and decap cells)
logic type             count (synthesis)  in the layout  share of synthesized area [%]
muxes                                 16             16                           38.2
DFF                                   16             16                           56.3
buffers and inverters                  2             41                           5.49
## placed cells by master, fill, tap and decap left out
cell	Yosys	final
clkbuf_2	0	3
dfxtp_1	16	1
buf_2	0	13
dlygate4sd2_1	0	1
buf_4	0	2
mux2_2	6	6
clkbuf_4	0	3
dfxtp_2	0	15
bufbuf_16	0	1
buf_12	1	1
mux2_4	10	10
clkdlybuf4s50_1	0	17
## power breakdown
group,total (mW),internal (mW),leakage (nW),switching [mW]
combinational,0.262,0.210,0.280,0.0517
clock,0.333,0.140,0.0138,0.193
sequential,0.743,0.715,0.135,0.0271
total,1.34,1.07,0.429,0.272
## through the flow
stage / TNS [ns] / area (um^2)
6_report: 0 / 963
5_1_grt: 0 / 963
4_1_cts: 0 / 978
3_5_place_dp: -5.38 / 963
3_3_place_gp: -5.23 / 963
2_1_floorplan: 0 / 569
Power is estimated from default activity; no workload was simulated.
