===== design.v =====
module countupdown(Clk,upDown,Resetn,Q);
parameter n = 4;
input Clk,upDown,Resetn;
output reg [n-1:0]Q;
always@(posedge Clk)
begin	
	if (!Resetn)
		Q <= 1'b0;
	else
		Q <= Q + (upDown ? 1 : -1);  
end
endmodule		

===== run.sh =====
#!/bin/bash
# OpenROAD 26Q1-2900-gdf79404cd8, Yosys 0.63+post, stock flow scripts
make -C /OpenROAD-flow-scripts/flow DESIGN_CONFIG=/design/flow/config.mk WORK_HOME=/design/flow/orfs finish

===== config.mk =====
export PLATFORM = sky130hd
export DESIGN_NAME = countupdown
export DESIGN_NICKNAME = countupdown
export VERILOG_FILES = /design/flow/design.v
export SDC_FILE = /design/flow/constraint.sdc
export NUM_CORES = 4
export LEC_CHECK = 1
export CORE_AREA = 10 10 70 70
export DIE_AREA = 0 0 80 80

===== constraint.sdc =====
current_design countupdown

set clk_period 2.8
set clk_io_pct 0.2

create_clock -name clk0 -period $clk_period [get_ports {Clk}]

set non_clock_inputs [all_inputs -no_clocks]
set_input_delay [expr $clk_period * $clk_io_pct] -clock clk0 $non_clock_inputs
set_output_delay [expr $clk_period * $clk_io_pct] -clock clk0 [all_outputs]

==> impl_metrics.env <==
# physical design summary
export IMPL_hold_path_class="flop to flop"
export IMPL_path_max_fanout=3
export IMPL_dr_wl_met3_um=141
export IMPL_slew_viol_final=0
export IMPL_lay_top_count="clkdlybuf4s50_1"
export IMPL_ctsHoldBuffers=0
export IMPL_die_height_um=80
export IMPL_drt_iter0_markers=10
export IMPL_yosys_area_um2=200
export IMPL_rr_endpoint="Q[3]$_SDFF_PN0_"
export IMPL_worstRegToRegCells=4
export IMPL_avgSynthCellArea_um2=10.5
export IMPL_skew_ns=0.00116
export IMPL_xor_area_share_pct=8.75
export IMPL_crit_end="Q[3]$_SDFF_PN0_"
export IMPL_sequentialPowerShare_pct=36.1
export IMPL_tool_warnings=25
export IMPL_postSynthSeqShare_pct=40.0
export IMPL_switching_share_pct=25.7
export IMPL_rows=21
export IMPL_layout_cells_most_common_list="6 x clkdlybuf4s50_1, 4 x dfxtp_1, 3 x clkbuf_4"
export IMPL_logic_area_um2=113
export IMPL_cts_tree="done"
export IMPL_via_per_inst=2.11
export IMPL_slowest_stage="clkdlybuf4s50_1"
export IMPL_synth_warning_count=1
export IMPL_drtAntennaViolNets=0
export IMPL_hold_viol=0
export IMPL_required_ns=2.92
export IMPL_top_layer="met3"
export IMPL_post_cts_buffers=0
export IMPL_ys_types=12
export IMPL_reg2reg_slack_ns=1.63
export IMPL_critPathArrivalTime_ns=1.90
export IMPL_routedWlPerCell_um=6.69
export IMPL_clock_path_buffers=2
export IMPL_antenna_found_initial=0
export IMPL_reg2reg_from="Q[2]$_SDFF_PN0_"
export IMPL_drt_met1_wl_um=222
export IMPL_gp_congestion=0.699
export IMPL_routed_wl_um=495
export IMPL_power_leakage_nw=0.130
export IMPL_cts_htree_levels=1
export IMPL_yosys_cells=19
export IMPL_chipArea_um2=6400
export IMPL_die_w_um=80
export IMPL_critical_path_depth=6
export IMPL_port_buffers=6
export IMPL_ir_worst_vdd_mv=0.0976
export IMPL_cellPowerDensity_nw_per_um2=623
export IMPL_setup_tns_ns=0
export IMPL_status="finished clean"
export IMPL_fmax_ghz=0.563
export IMPL_mux_share_pct=0
export IMPL_synth_area_um2=200
export IMPL_p_int_w=0.000158
export IMPL_top_regs="Q: 4 flops"
export IMPL_power_frac_clock_pct=33.1
export IMPL_clock_latency_ns=0.23
export IMPL_relSlewSlack_pct=87.0
export IMPL_fillCellCount=408
export IMPL_fa_ha_area_share_pct=22.5
export IMPL_synthCells=19
export IMPL_largest_register_ffs=4
export IMPL_synth_cellmix_simpleShare_pct=18.1
export IMPL_grt_max_degree=5
export IMPL_grt_pass1_vias=177
export IMPL_ys_seq_elements=4
export IMPL_cts_buffers=3
export IMPL_fp_utilization_pct=5.86
export IMPL_largest_register="Q"
export IMPL_grt_overflow_total=0
export IMPL_via_count=156
export IMPL_drc_errors=0
export IMPL_grt_pass1_wl_um=841
export IMPL_pre_cts_ws_ns=0.796
export IMPL_start_kind="input port"
export IMPL_cp_startpoint="upDown"
export IMPL_final_layout_size_suffix_gt1_share_pct=17.9
export IMPL_min_path_cells=1
export IMPL_cts_resized=0
export IMPL_min_period_ns=1.78
export IMPL_power_net_switching_w=0.0000545
export IMPL_period_used_pct=63.4
export IMPL_critical_path_class="input port to flop"
export IMPL_firstDrtPassIters=2
export IMPL_grt_total_usage_pct=1.83
export IMPL_core_area_um2=3420
export IMPL_logic_family="adder cells"
export IMPL_critPathBufInv=2
export IMPL_path_delay_family="buffers and inverters"
export IMPL_rsz0062_at_grt="no"
export IMPL_setup_viol=0
export IMPL_syn2layout_area_growth_pct=70.0
export IMPL_combPwrFrac_pct=30.8
export IMPL_maxCapViolations=0
export IMPL_io_pins=7
export IMPL_seqCellArea_um2=80.1
export IMPL_worst_pin_slew_ns=0.195
export IMPL_cp_cell_sequence="clkdlybuf4s50_1 -> inv_1 -> ha_1 -> a21oi_2 -> nand3_1 -> nor3b_2"
export IMPL_setup_slack_ns=1.02
export IMPL_cts_sinks=4
export IMPL_root_buffer="clkbuf_4"
export IMPL_endpoint_kind="flop"
export IMPL_wl_met2_um=130
export IMPL_clkTransAtPathRegs_ns=0.04
export IMPL_antennaDiodeCount=0
export IMPL_compound_area_share_pct=6.88
export IMPL_cpPeakStageDelay_ns=0.49
==> cells in the mapped netlist <==
library cell | instances | share of area, %
ha_1 | 2 | 12
xor2_1 | 1 | 4.4
and2_1 | 1 | 3.1
dfxtp_1 | 4 | 40
inv_1 | 2 | 3.8
nand3_1 | 2 | 5.0
xnor2_1 | 1 | 4.4
nor3b_2 | 1 | 6.2
a21oi_1 | 1 | 2.5
a21oi_2 | 1 | 4.4
fa_1 | 1 | 10
nor2_1 | 2 | 3.8
==> power by group through the flow <==
stage	clock network, W	logic (W)	registers [W]
after CTS	0.0000739	0.0000665	0.0000769
after global routing	0.0000790	0.0000728	0.0000788
final	0.0000702	0.0000653	0.0000766
==> per-layer routing <==
metal	vias up	track usage, %
met5	-	0
li1	81	-
met3	0	3.18
met2	9	1.61
met1	66	2.00
met4	0	0.176
==> final cells by class <==
cell class	count	share of cell area (%)
well taps	46	16.9
inverters	2	2.21
repair buffers	6	17.6
multi-input cells	13	33.1
clock buffers	3	6.62
flip-flops and latches	4	23.5
==> cells by family after synthesis <==
group	after synthesis
XOR/XNOR	2
AND-OR/OR-AND	2
adder cells (fa/ha/maj)	3
buffers and inverters	2
AND/OR/NAND/NOR	6
flip-flops	4
==> worst min-delay path by stage <==
stage	start	to	slack (ns)
CTS	Q[0]$_SDFF_PN0_	Q[0]$_SDFF_PN0_	0.49
global route	Q[0]$_SDFF_PN0_	Q[0]$_SDFF_PN0_	0.58
finish	Q[0]$_SDFF_PN0_	Q[0]$_SDFF_PN0_	0.48
==> metrics by stage <==
stage	cells	utilization [%]	power, W	hold slack [ns]	area (um2)
finish	74	9.96	0.000212	0.477	340
global route	74	9.96	0.000231	0.579	340
CTS	74	9.96	0.000217	0.490	340
detailed placement	71	9.30	0.000142	0.477	318
global placement	71	9.30	0.000139	0.465	318
floorplan	19	-	0.000111	0.437	200
Power is estimated from default activity; no workload was simulated.
